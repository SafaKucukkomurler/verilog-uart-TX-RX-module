`flow/config.mk`:
```
export PLATFORM = sky130hd
export DESIGN_NAME = uart
export DESIGN_NICKNAME = uart
export VERILOG_FILES = /design/flow/design.v
export SDC_FILE = /design/flow/constraint.sdc
export NUM_CORES = 4
export LEC_CHECK = 1
export CORE_AREA = 10 10 113 113
export DIE_AREA = 0 0 123 123
```
`flow/constraint.sdc`:
```
current_design uart

set clk_period 2.6
set clk_io_pct 0.2

create_clock -name clk0 -period $clk_period [get_ports {clk}]

set non_clock_inputs [all_inputs -no_clocks]
set_input_delay [expr $clk_period * $clk_io_pct] -clock clk0 $non_clock_inputs
set_output_delay [expr $clk_period * $clk_io_pct] -clock clk0 [all_outputs]
```
`flow/design.v`:
```
`timescale 1ns / 1ps
module uart(
	input clk, reset, rx, tx_start,
	output tx, rx_done, tx_done,
	input [7:0] t_data,
	output [7:0] r_data
	);
	wire baud_tick;
	localparam baud_gen_divisior = 54,  
                   data_bits = 8,           
                   stop_ticks = 16,         
	           bit_ticks = 16;          
	uart_baudrate_generator #(.divisior(baud_gen_divisior)) baud_gen(.clk(clk), .reset(reset), .uart_tick(baud_tick));
	uart_tx #(.DBIT(data_bits), .S_TICK_LIM(bit_ticks), .STOP_BITS_LIM(stop_ticks)) 
	uart_transmit(.clk(clk), .reset(reset), .tx_start(tx_start), .tx(tx), .s_tick(baud_tick), .tx_done_tick(tx_done), .data_in(t_data));
	uart_rx #(.DBIT(data_bits), .S_TICK_LIM(bit_ticks), .STOP_BITS_LIM(stop_ticks)) 
	uart_receive(.clk(clk), .reset(reset), .rx(rx), .s_tick(baud_tick), .rx_done_tick(rx_done), .data_out(r_data));
endmodule
module uart_baudrate_generator #(parameter divisior = 54)  
    (  
    input clk, reset,
    output reg uart_tick = 1'b0
    );
    reg [5:0] counter = 6'b0;
    always@ (posedge clk) begin
        if (reset) begin
            counter <= 6'b0;
            uart_tick <= 1'b0; 
        end            
        else if (counter == divisior - 1) begin
            counter <= 6'b0;
            uart_tick <= 1'b1;
        end
        else begin
            counter <= counter + 6'b1;
            uart_tick <= 1'b0;                
        end                                                   
    end
endmodule
module uart_rx
    #(
        parameter DBIT = 8,            
                  S_TICK_LIM = 16,     
		  STOP_BITS_LIM = 16   
    )
    (
    input wire clk, reset, rx, s_tick,
    output reg rx_done_tick = 1'b0,
    output reg [7:0] data_out = 8'b0
    );
    localparam [1:0] idle = 2'b00,
                     start = 2'b01,
                     data = 2'b10,
                     stop = 2'b11;
	reg [1:0] state = idle;
	reg [2:0] bit_counter = 3'b0;
	reg [3:0] s_tick_counter = 4'b0;
	always@ (posedge clk) begin
		if (reset) begin
			rx_done_tick <= 1'b0;			
			s_tick_counter <= 4'b0;
			bit_counter <= 3'b0;
			data_out <= 8'b0;
			state <= idle;			
		end
		else begin
			case (state)
				idle: begin
					rx_done_tick <= 1'b0;
					s_tick_counter <= 4'b0;
					if (~rx) begin
						state <= start;						
					end
				end
				start: begin
					if (~rx) begin
						if (s_tick) begin
							if (s_tick_counter == (S_TICK_LIM / 2) - 1) begin
								s_tick_counter <= 4'b0;
								state <= data;
							end
							else
								s_tick_counter <= s_tick_counter + 1;
						end
					end
					else begin
						state <= idle;
					end
				end
				data: begin
					if (s_tick) begin						
						if (s_tick_counter == S_TICK_LIM - 1) begin
							s_tick_counter <= 4'b0;
							data_out <= {rx, data_out[7:1]};
							if (bit_counter == DBIT - 1) begin
								bit_counter <= 3'b0;
								state <= stop;
							end
							else
								bit_counter <= bit_counter + 1;
						end	
						else
							s_tick_counter <= s_tick_counter + 1;
					end	
				end
				stop: begin
					if (s_tick) begin
						if (s_tick_counter == STOP_BITS_LIM - 1) begin
							s_tick_counter <= 4'b0;
							rx_done_tick <= 1'b1;
							state <= idle;
						end
						else
							s_tick_counter <= s_tick_counter + 1;
					end
				end
			endcase
		end
	end
endmodule 
module uart_tx
    #(
        parameter DBIT = 8,            
                  S_TICK_LIM = 16,     
		  STOP_BITS_LIM = 16   
    )
    (
    input wire clk, reset, tx_start,
    output reg tx = 1'b1,
    input wire  s_tick,
    output reg tx_done_tick = 1'b0,
    input [7:0] data_in
    );
    localparam [1:0] idle = 2'b00,
                     start = 2'b01,
                     data = 2'b10,
                     stop = 2'b11;
	reg [1:0] state = idle;
	reg [2:0] bit_counter = 3'b0;
	reg [3:0] s_tick_counter = 4'b0;
	reg [7:0] tx_data_reg = 8'b0;
	always@ (posedge clk) begin
		if (reset) begin
			tx_done_tick <= 1'b0;			
			tx <= 1'b1;
			s_tick_counter <= 4'b0;
			bit_counter <= 3'b0;
			state <= idle;			
		end
		else begin
			case (state)
				idle: begin
					tx <= 1'b1;
					tx_done_tick <= 1'b0;
					if (tx_start) begin
						tx_data_reg <= data_in;
						state <= start;
						tx <= 1'b0;
					end
				end
				start: begin
					tx <= 1'b0;
					if (s_tick) begin
						if (s_tick_counter == S_TICK_LIM - 1) begin
							tx <= tx_data_reg[0];
							s_tick_counter <= 4'b0;
							state <= data;
						end
						else
							s_tick_counter <= s_tick_counter + 1;
					end	
				end
				data: begin
					tx <= tx_data_reg[0];
					if (s_tick) begin						
						if (s_tick_counter == S_TICK_LIM - 1) begin
							s_tick_counter <= 4'b0;
							tx_data_reg <= tx_data_reg >> 1;
							if (bit_counter == DBIT - 1) begin
								bit_counter <= 3'b0;
								state <= stop;
								tx <= 1'b1;
							end
							else
								bit_counter <= bit_counter + 1;
						end	
						else
							s_tick_counter <= s_tick_counter + 1;
					end	
				end
				stop: begin
					tx <= 1'b1;
					if (s_tick) begin
						if (s_tick_counter == STOP_BITS_LIM - 1) begin
							s_tick_counter <= 4'b0;
							tx_done_tick <= 1'b1;
							state <= idle;
						end
						else
							s_tick_counter <= s_tick_counter + 1;
					end
				end
			endcase
		end
	end
endmodule 
```
`flow/run.sh`:
```
#!/bin/bash
# OpenROAD 26Q1-2900-gdf79404cd8, Yosys 0.63+post, stock flow scripts
make -C /OpenROAD-flow-scripts/flow DESIGN_CONFIG=/design/flow/config.mk WORK_HOME=/design/flow/orfs finish
```
==> impl_metrics.csv <==
group,metric,value,unit
critical_path,startpoint_type,"flop",
flow_run,drv_cap,0,
route,vias_per_cell,3.97,
route,vias,1449,
critical_path,cp_slowest_cell,"ha_1",
route,insertedDiodeCount,0,
yosys,ys_cells,204,
finish,mostFrequentLayoutCells,"36 x dfxtp_1, 26 x nor2_1, 22 x clkdlybuf4s50_1",
pwr,ir_drop,0.261,mV
final_timing,setup_violations,0,
yosys,synth_cells,204,
route,routed_wl,3690,um
place,dp_hpwl,2710,um
flow_run,warnings,29,
yosys,yosys_area,2040,um2
min_path,hp-class,"flop to flop",
clocking,cts_tree,"yes",
critical_path,required,2.82,ns
global_routing,grt_pass1_vias,1370,
clocking,ctsResizeCount,0,
final_timing,fin_setup_tns,0,ns
critical_path,crit_type,"flop to flop",
floorplanning,ios,23,
place,gp_congestion,0.825,
floorplanning,die_h,123,um
clocking,cts_root_buffer,"clkbuf_8",
pwr,p_sw,0.000439,W
pwr,seq_power_share,0.488,
pwr,pwr-share-clk,0.283,
finish,area_growth_syn_to_layout,23.0,%
global_routing,grt_remaining_overflow,0,
clocking,cts_sinks,44,
finish,lay_top_count,"dfxtp_1",
final_timing,finClkSkew,0.00731,ns
route,antenna_left,0,
floorplanning,die_width,123,um
final_timing,rsz0062_at_grt,"false",
yosys,synth_seq_share,0.471,
final_timing,max_freq,507,MHz
floorplanning,core,10300,um2
yosys,ys_seq_elements,44,
place,port_buffers,22,
pwr,combPwrFrac,0.230,
finish,regArea,961,um2
final_timing,worstMarginPinSlew,0.664,ns
clocking,htreeDepth,2,
final_timing,fin_crit,1.97,ns
place,dp_cells,357,
yosys,synth_cell_type_count,41,
final_timing,slew_headroom,0.557,
clocking,ctsLongestPathBuffers,2,
critical_path,cp-end-kind,"flop",
yosys,synth_warnings,3,
clocking,postCtsSetupRepairBufs,0,
run_status,status,"finished clean",
route,drc,0,
route,wl_per_cell,10.1,um
global_routing,grt_antenna_before_repair,0,
critical_path,crit_path_cell_trace,"inv_1 -> ha_1 -> nor3_4 -> nor2_4 -> a2111oi_4 -> mux2i_1",
critical_path,cp_max_fo,16,
route,drt_iter0_markers,85,
finish,drive_gt1_frac,0.114,
critical_path,arrival,2.20,ns
global_routing,grt_pass1_wl,6320,um
clocking,clk_pin_slew,0.08,ns
final_timing,maxSlewViolCount,0,
final_timing,finalCritPeriodShare,0.759,
yosys,synth_area,2040,um2
floorplanning,placementRows,37,
pwr,cell_internal_pwr,0.00121,W
final_timing,hold_viol_final,0,
clocking,clk_latency,0.29,ns
pwr,power.density,655,nW/um2
yosys,syn_avg_cell_area,10.0,um2
route,drtPass1Iterations,4,
clocking,cts_made_buffers,5,
clocking,holdBufCountCts,0,
finish,comb_area,1000,um2
finish,fill_cells,1075,
pwr,netSwitchingFraction,0.267,
global_routing,groute.usage.overall,0.0493,
floorplanning,fp-utilization,0.198,
finish,stdcell_count,365,
pwr,p_leak,0.875,nW
global_routing,grt_max_degree,31,
critical_path,cp_slowest_stage_delay,0.43,ns
floorplanning,die-area,15100,um2
==> kinds of logic after synthesis <==
logic type | synth area share
xor+xnor | 0.0258
mux | 0.102
flops | 0.471
buf+inv | 0.0374
compound gates | 0.0981
fa+ha+maj | 0.0736
simple gates | 0.192
==> per-stage QoR <==
| stage | hold WS (ns) | setup WS [ns] | power, W | utilization | area [um2] |
|---|---|---|---|---|---|
| floorplan | 0.433 | 0.471 | 0.00110 | - | 2040 |
| global placement | 0.449 | 0.602 | 0.00119 | 0.233 | 2410 |
| detailed placement | 0.454 | 0.584 | 0.00120 | 0.233 | 2410 |
| CTS | 0.467 | 0.611 | 0.00168 | 0.243 | 2510 |
| global route | 0.505 | 0.460 | 0.00175 | 0.243 | 2510 |
| finish | 0.463 | 0.627 | 0.00164 | 0.243 | 2510 |
==> routing by layer <==
layer / track usage / share of wire / wire length (um) / up-vias
met2: 0.0740 / 0.44 / 1610 / 21
met1: 0.0692 / 0.48 / 1790 / 668
li1: - / - / - / 756
met5: 0 / 0 / 0 / -
met4: 0.00946 / 0.021 / 77 / 0
met3: 0.0157 / 0.057 / 212 / 4
==> area by class of cell <==
class	instances	area share
inverter	8	0.0120
timing repair buffer	25	0.0967
clock buffer	7	0.0389
tap	136	0.0678
multi-input combinational	144	0.400
clock inverter	1	0.00199
sequential	44	0.383
==> worst paths after layout <==
| path | start | endpoint | slack [ns] | depth (start not counted) |
|---|---|---|---|---|
| max | uart_transmit.state[0] | uart_transmit.state[1] | 0.63 | 6 |
| min | uart_transmit.bit_counter[2] | uart_transmit.bit_counter[2] | 0.46 | 2 |
| max reg2reg | uart_transmit.state[0] | uart_transmit.state[1] | 0.63 | 6 |
| min reg2reg | uart_transmit.bit_counter[2] | uart_transmit.bit_counter[2] | 0.46 | 2 |
==> power by group through the flow <==
stage / logic [W] / clock network (W) / registers [W]
CTS: 0.000384 / 0.000491 / 0.000803
global route: 0.000420 / 0.000520 / 0.000811
finish: 0.000378 / 0.000465 / 0.000802
==> worst max-delay path, delay by kind of cell (launching register included) <==
family / cells / cell delay (ns)
flops: 1 / 0.38
mux: 1 / 0.22
simple gates: 2 / 0.41
fa+ha+maj: 1 / 0.43
compound gates: 1 / 0.39
buf+inv: 1 / 0.08
==> cell usage after synthesis (all sizes together) <==
master,count,area share
dfxtp,36,0.35
nor2,27,0.053
nand2,19,0.035
mux2i,13,0.064
a21oi,12,0.031
ha,12,0.074
nand3,10,0.025
edfxtp,8,0.12
inv,8,0.015
mux2,7,0.039
buf,6,0.019
nor3,5,0.020
nand2b,4,0.012
xor2,4,0.017
a311oi,3,0.013
a31oi,3,0.0092
nor2b,3,0.0092
o21ai,3,0.0074
o21bai,3,0.011
clkbuf,2,0.0037
or3,2,0.0061
xnor2,2,0.0086
a2111oi,1,0.013
a21o,1,0.0043
and2b,1,0.0043
and3,1,0.0031
and4,1,0.0043
nand4,1,0.0031
nor4b,1,0.0043
o211ai,1,0.0037
o21ba,1,0.0049
or2,1,0.0031
or2b,1,0.0055
or4,1,0.0037
Power is estimated from default activity; no workload was simulated.
